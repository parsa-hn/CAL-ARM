**flow/config.mk**
```make
export PLATFORM = sky130hd
export DESIGN_NAME = Memory
export DESIGN_NICKNAME = Memory
export VERILOG_FILES = /design/flow/design.v
export SDC_FILE = /design/flow/constraint.sdc
export NUM_CORES = 4
export LEC_CHECK = 1
export CORE_UTILIZATION = 50
```
**flow/constraint.sdc**
```tcl
current_design Memory

set clk_period 6.1
set clk_io_pct 0.2

create_clock -name clk0 -period $clk_period [get_ports {clk}]

set non_clock_inputs [all_inputs -no_clocks]
set_input_delay [expr $clk_period * $clk_io_pct] -clock clk0 $non_clock_inputs
set_output_delay [expr $clk_period * $clk_io_pct] -clock clk0 [all_outputs]
```
**flow/design.v**
```verilog
module Memory(
    input clk, MEMread, MEMwrite,
    input [31:0] data, address,
    output reg [31:0] MEM_result
);
    reg [31:0] memory [0:63];
    wire [31:0] memory_address;
    assign memory_address = {address[31:2], 2'b0} - 32'd1024;
    always @(posedge clk) begin
        if (MEMwrite) memory[memory_address] <= data;
    end
    always @(*) begin
        if (MEMread == 1) MEM_result <= memory[memory_address];
        else if (MEMread == 0) MEM_result <= 32'b0;
    end
endmodule
```
**flow/run.sh**
```bash
#!/bin/bash
# OpenROAD 26Q1-2900-gdf79404cd8, Yosys 0.63+post, stock flow scripts
make -C /OpenROAD-flow-scripts/flow DESIGN_CONFIG=/design/flow/config.mk WORK_HOME=/design/flow/orfs finish
```
==> out/qor.csv <==
stage,metric,value,unit
pwr,net switching power,1470,uW
pwr,Power Internal,5740,uW
cts,clock tree from TritonCTS,yes,
finish,most instantiated logic cells after routing,"sky130_fd_sc_hd__edfxtp_1 (512), sky130_fd_sc_hd__mux2i_1 (179), sky130_fd_sc_hd__o22ai_1 (86)",
pwr,switching power share of the total,0.204,
worst_setup_path,CP arrival,4.16,ns
drt,total wire length after detailed routing,43000,um
finish,growth of design area from synthesis to finish,15.3,%
pwr,overall power consumption,7210,uW
worst_setup_path,largest stage delay on the critical path,0.82,ns
grt,vias in the first global route,10300,
cts,setup bufs post-CTS,0,
final_timing,Final Slew Violations,0,
floorplanning,core region area,38800,um2
grt,global-route wire length before repair,64000,um
pwr,worst vdd ir,0.213,mV
placement,Routability Congestion,0.796,
floorplanning,Placement Rows,72,
floorplanning,die area,40300,um2
worst_setup_path,Crit path max-delay family,buffers and inverters,
synth,cell type with the highest aggregate area in the netlist,sky130_fd_sc_hd__edfxtp_1,
worst_setup_path,beginning of the critical path,address[4],
finish,register name with the most flops,memory,
synth,number of enable-type register cells in the synthesized netlist,512,
final_timing,Fin Setup TNS,0,ns
placement,placed cell count,1581,
finish,max reg flops,512,
pwr,sequential cell fraction of total power,0.549,
hold_path,worst hold-check path type,input pin to register,
placement,detailed placer's ending HPWL,23400,um
synth,Area leader share,0.778,
finish,Regs by FF count,memory: 512 flops,
grt,sum of overflow across all layers after global routing,0,
grt,overall routing resource usage,0.247,
final_timing,Slew headroom,0.434,
placement,DP Worst Slack,0.775,ns
pwr,total leakage power,0.00752,uW
worst_setup_path,CP max-delay cell,sky130_fd_sc_hd__clkdlybuf4s50_1,
final_timing,setup repair after global routing missed its margin,no,
worst_setup_path,cell occurring most often along the worst timing path,sky130_fd_sc_hd__clkdlybuf4s50_1,
synth,register bit count reported by yosys,512,
cts,number of sinks on the clock net,512,
finish,share of cells above drive strength 1,0.141,
outcome,result of the run,completed,
final_timing,hold violation count in the final report,0,
grt,number of antenna violations at the first check in global routing,4,
synth,Yosys Instances,1011,
final_timing,clock period minus final worst setup slack,5.38,ns
cts,number of buffers added by the clock tree synthesis step,53,
final_timing,Setup-failing EPs final,0,
worst_setup_path,Crit Path Category,input pin to output pin,
drt,count of antenna-violating nets left after detailed routing,0,
worst_setup_path,capturing instance or port of the critical path,MEM_result[21],
synth,Avg Synthesized Cell Area,19.5,um2
floorplanning,die y size,201,um
cts,clock-pin slew reported for the worst setup and hold paths after clock tree synthesis,0.06,ns
worst_setup_path,worst-path maximum fanout,11,
synth,synthesized instance count,1011,
pwr,Clock power frac,0.396,
cts,level count of the clock H-tree,2,
cts,number of buffers inserted by hold repair at cts,0,
final_timing,setup ws final,0.721,ns
worst_setup_path,worst path cell trace,clkdlybuf4s50_1 > nand3_1 > buf_4 > o22ai_1 > o41a_1 > clkdlybuf4s50_1,
synth,sequential area share after synthesis,0.778,
synth,number of synthesis warnings,1,
finish,"leading cell type in the layout, fill and taps excluded",sky130_fd_sc_hd__edfxtp_1,
worst_setup_path,endpoint required time on the critical path,4.88,ns
drt,remaining routing DRC violations,0,
floorplanning,die extent in x,201,um
synth,post-synthesis async set-or-reset flop share,0,
cts,post-cts resize count,0,
flow_run,number of max-cap violations,0,
worst_setup_path,sort of element at the end of the critical path,output pin,
pwr,Power per Cell Area,317,nW/um2
pwr,proportion of power drawn by combinational gates,0.054,
worst_setup_path,count of buffering cells on the critical path with inverters included,3,
synth,most used flip-flop cell,sky130_fd_sc_hd__edfxtp_1,
worst_setup_path,kind of start point of the critical path,input pin,
floorplanning,I/O pin count,99,
final_timing,peak clock frequency supported by timing,0.186,GHz
synth,cell area after synthesis,19800,um2
synth,Largest cells by area,"sky130_fd_sc_hd__edfxtp_1 (78%), sky130_fd_sc_hd__mux2i_1 (9.1%), sky130_fd_sc_hd__mux4_2 (3.8%), sky130_fd_sc_hd__o22ai_1 (2.7%), sky130_fd_sc_hd__o41a_1 (0.74%)",
flow_run,number of OpenROAD warnings,53,
cts,clock root buffer,sky130_fd_sc_hd__clkbuf_16,
drt,router iterations before antenna repair,5,
synth,yosys synthesis chip area,19800,um2
synth,Yosys cell types,39,
final_timing,transition at the pin with the smallest max-transition slack,0.849,ns
floorplanning,effective utilization at floorplan,0.509,
drt,drt wl/cell,25.7,um
drt,drt via density,5.85,
placement,count of input and output buffers,70,
final_timing,final critical-path share of the clock period,0.882,
worst_setup_path,Levels on crit path,6,
drt,iteration-0 DRC count of the detailed router,530,
grt,largest net degree at the start of global routing,71,
finish,number of non-filler instances in the completed layout,1677,
cts,maximum buffer depth of the clock tree,3,
drt,Via Count,9807,
[cells by family (layout without fill, tap and decap cells)]
family	after synthesis	after routing	share of synthesized area
DFF	512	512	0.778
muxes	218	218	0.133
AOI/OAI and AO/OA	135	135	0.0489
and+or+nand+nor	86	86	0.0228
buffers and inverters	60	206	0.0174
other	0	2	0
[power by group through the flow]
stage                 combinational, uW  clock (uW)  sequential [uW]
after CTS                           399        2920             3960
final                               393        2860             3960
after global routing                426        3060             3960
[layer usage]
metal	vias to the layer above	global-route usage	share of wire
met5	-	0.00238	0.00051
met4	4	0.0499	0.023
met3	77	0.151	0.14
met2	533	0.355	0.48
met1	4813	0.362	0.36
li1	4380	-	-
[final cells by class]
cell class	instances	area, um2
antenna	2	5.00
clock buffer	70	1390
clock inverter	24	128
fill	2753	16100
inverter	1	3.75
multi-input combinational	439	4150
sequential	512	15400
tap	518	648
timing repair buffer	111	1070
[how the worst min path moves through the flow]
stage / from / endpoint / slack, ns / cells after the start
CTS: data[10] / memory[36][10] / 1.52 / 1
global route: data[28] / memory[40][28] / 1.58 / 1
finish: data[24] / memory[0][24] / 1.54 / 1
[Yosys cell counts, drive strengths merged, types with 2 or more instances]
cell    instances
or3b            3
buf            44
nand2b          4
nand3           2
o221ai          2
edfxtp        512
a21boi         12
nand2          15
o22a            2
nor3           15
mux4           34
nor2           18
and2           14
o32ai           2
nor2b           6
mux2            5
o41a           13
a211oi          6
or3             2
clkbuf         15
o31a            6
o22ai          86
mux2i         179
nand3b          7
[through the flow]
step	utilization	cell area (um2)	hold slack, ns
2_1_floorplan	-	19800	1.32
3_3_place_gp	0.547	21200	2.13
3_5_place_dp	0.547	21200	2.14
4_1_cts	0.586	22800	1.52
5_1_grt	0.586	22800	1.58
6_report	0.586	22800	1.54
No activity file was given, so power comes from the tool's default toggle rates.
